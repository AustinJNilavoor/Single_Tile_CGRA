`run.sh`:
```
#!/bin/bash
# OpenROAD 26Q1-2900-gdf79404cd8, Yosys 0.63+post, stock flow scripts
make -C /OpenROAD-flow-scripts/flow DESIGN_CONFIG=/design/flow/config.mk WORK_HOME=/design/flow/orfs finish
```
`config.mk`:
```
export PLATFORM = sky130hd
export DESIGN_NAME = regfile_pe
export DESIGN_NICKNAME = regfile_pe
export VERILOG_FILES = /design/flow/design.v
export SDC_FILE = /design/flow/constraint.sdc
export NUM_CORES = 4
export LEC_CHECK = 1
export CORE_UTILIZATION = 30
```
`constraint.sdc`:
```
current_design regfile_pe

set clk_period 2.1
set clk_io_pct 0.2

create_clock -name clk0 -period $clk_period [get_ports {Clk}]

set non_clock_inputs [all_inputs -no_clocks]
set_input_delay [expr $clk_period * $clk_io_pct] -clock clk0 $non_clock_inputs
set_output_delay [expr $clk_period * $clk_io_pct] -clock clk0 [all_outputs]
```
`design.v`:
```
package fpu_defs;
   parameter C_CMD               = 4;
   parameter C_FPU_ADD_CMD       = 4'b0010;
   parameter C_FPU_SUB_CMD       = 4'b0011;
   parameter C_FPU_MUL_CMD       = 4'b0001;
   parameter C_RM           = 3;
   parameter C_RM_NEAREST   = 3'h0;
   parameter C_RM_TRUNC     = 3'h1;
   parameter C_RM_PLUSINF   = 3'h3;
   parameter C_RM_MINUSINF  = 3'h2;
   parameter C_RM_NEAREST_MAX = 3'h4;
   parameter C_PC           = 5;
   parameter C_OP           = 32;
   parameter C_MANT         = 23;
   parameter C_EXP          = 8;
   parameter C_EXP_PRENORM  = C_EXP+2;
   parameter C_MANT_PRENORM = C_MANT*2+2;
   parameter C_MANT_ADDIN   = C_MANT+4;
   parameter C_MANT_ADDOUT  = C_MANT+5;
   parameter C_MANT_SHIFTIN = C_MANT+3;
   parameter C_MANT_SHIFTED = C_MANT+4;
   parameter C_MANT_INT     = C_OP-1;
   parameter C_INF          = 32'h7fffffff;
   parameter C_MINF         = 32'h80000000;
   parameter C_EXP_SHIFT    = C_EXP_PRENORM;
   parameter C_SHIFT_BIAS   = 9'd127;
   parameter C_BIAS         = 10'd127;
   parameter C_UNKNOWN      = 8'd157;
   parameter C_PADMANT      = 16'b0;
   parameter C_EXP_ZERO     = 8'h00;
   parameter C_EXP_INF      = 8'hff;
   parameter C_MANT_ZERO    = 24'h0;
   parameter C_MANT_NoHB_ZERO   = 23'h0;
   parameter C_MANT_PRENORM_IND = 6;
   parameter F_QNAN         =32'h7FC00000;
   parameter C_FFLAG         = 5;
endpackage : fpu_defs
package fpu_defs;
   parameter C_CMD               = 4;
   parameter C_FPU_ADD_CMD       = 4'b0010;
   parameter C_FPU_SUB_CMD       = 4'b0011;
   parameter C_FPU_MUL_CMD       = 4'b0001;
   parameter C_RM           = 3;
   parameter C_RM_NEAREST   = 3'h0;
   parameter C_RM_TRUNC     = 3'h1;
   parameter C_RM_PLUSINF   = 3'h3;
   parameter C_RM_MINUSINF  = 3'h2;
   parameter C_RM_NEAREST_MAX = 3'h4;
   parameter C_PC           = 5;
   parameter C_OP           = 32;
   parameter C_MANT         = 23;
   parameter C_EXP          = 8;
   parameter C_EXP_PRENORM  = C_EXP+2;
   parameter C_MANT_PRENORM = C_MANT*2+2;
   parameter C_MANT_ADDIN   = C_MANT+4;
   parameter C_MANT_ADDOUT  = C_MANT+5;
   parameter C_MANT_SHIFTIN = C_MANT+3;
   parameter C_MANT_SHIFTED = C_MANT+4;
   parameter C_MANT_INT     = C_OP-1;
   parameter C_INF          = 32'h7fffffff;
   parameter C_MINF         = 32'h80000000;
   parameter C_EXP_SHIFT    = C_EXP_PRENORM;
   parameter C_SHIFT_BIAS   = 9'd127;
   parameter C_BIAS         = 10'd127;
   parameter C_UNKNOWN      = 8'd157;
   parameter C_PADMANT      = 16'b0;
   parameter C_EXP_ZERO     = 8'h00;
   parameter C_EXP_INF      = 8'hff;
   parameter C_MANT_ZERO    = 24'h0;
   parameter C_MANT_NoHB_ZERO   = 23'h0;
   parameter C_MANT_PRENORM_IND = 6;
   parameter F_QNAN         =32'h7FC00000;
   parameter C_FFLAG         = 5;
endpackage : fpu_defs
package fpu_defs;
   parameter C_CMD               = 4;
   parameter C_FPU_ADD_CMD       = 4'b0010;
   parameter C_FPU_SUB_CMD       = 4'b0011;
   parameter C_FPU_MUL_CMD       = 4'b0001;
   parameter C_RM           = 3;
   parameter C_RM_NEAREST   = 3'h0;
   parameter C_RM_TRUNC     = 3'h1;
   parameter C_RM_PLUSINF   = 3'h3;
   parameter C_RM_MINUSINF  = 3'h2;
   parameter C_RM_NEAREST_MAX = 3'h4;
   parameter C_PC           = 5;
   parameter C_OP           = 32;
   parameter C_MANT         = 23;
   parameter C_EXP          = 8;
   parameter C_EXP_PRENORM  = C_EXP+2;
   parameter C_MANT_PRENORM = C_MANT*2+2;
   parameter C_MANT_ADDIN   = C_MANT+4;
   parameter C_MANT_ADDOUT  = C_MANT+5;
   parameter C_MANT_SHIFTIN = C_MANT+3;
   parameter C_MANT_SHIFTED = C_MANT+4;
   parameter C_MANT_INT     = C_OP-1;
   parameter C_INF          = 32'h7fffffff;
   parameter C_MINF         = 32'h80000000;
   parameter C_EXP_SHIFT    = C_EXP_PRENORM;
   parameter C_SHIFT_BIAS   = 9'd127;
   parameter C_BIAS         = 10'd127;
   parameter C_UNKNOWN      = 8'd157;
   parameter C_PADMANT      = 16'b0;
   parameter C_EXP_ZERO     = 8'h00;
   parameter C_EXP_INF      = 8'hff;
   parameter C_MANT_ZERO    = 24'h0;
   parameter C_MANT_NoHB_ZERO   = 23'h0;
   parameter C_MANT_PRENORM_IND = 6;
   parameter F_QNAN         =32'h7FC00000;
   parameter C_FFLAG         = 5;
endpackage : fpu_defs
module regfile_pe #(parameter AWIDTH = 3, parameter DWIDTH = 32)
 (
  input logic 	               Clk, Reset, Read_En0, Read_En1, Write_En,
  input logic   [AWIDTH-1:0]   Read_Addr0, Read_Addr1, Write_Addr,
  output logic  [DWIDTH-1:0]   Read_Data0, Read_Data1, 
  input logic   [DWIDTH-1:0]   Write_Data
  );
 localparam Num_Regs = 2**AWIDTH;
 logic [Num_Regs-1:0][DWIDTH-1:0]   MemContent;
 logic [DWIDTH-1:0] 		            Read_Data0_reg;
 logic [DWIDTH-1:0] 		            Read_Data1_reg;
 logic 			                        Write_En_Reg;
 logic [AWIDTH-1:0] 		            Write_Addr_Reg;
 integer 			    i;
 always_comb
 begin
   Read_Data0 <=  MemContent[Read_Addr0];
   Read_Data1 <=  MemContent[Read_Addr1];
 end
 always_ff @(posedge Clk or negedge Reset)
 begin
   if(Reset == 1'b0) begin
    for(i=0; i<Num_Regs; i++) begin
     MemContent[i] <= '0;
   end
 end else if(Write_En == 1'b1) begin
  MemContent[Write_Addr] <= Write_Data;
end
end
endmodule
```
==> results.rst <==
Implementation results
======================

.. list-table::
   :header-rows: 1

   * - Metric
     - Value
   * - Antenna diodes
     - 0
   * - Cell total in the yosys stat output
     - 901
   * - Timing-limited maximum frequency
     - 422 MHz
   * - Post-detailed-placement cell area
     - approximately 16000 um^2
   * - Beginning of the critical path
     - MemContent[245]$_DFFE_PN0P_
   * - Number of synthesized register bits
     - about 260
   * - Area of the die
     - about 46000 um^2
   * - Status
     - finished, violations left
   * - Root buf cell
     - clkbuf_16
   * - Via-to-Cell Ratio
     - 5.70
   * - Number of inserted filler cells in the final layout
     - roughly 3900
   * - Residual antenna-violating net count after detailed routing
     - 0
   * - Tot GR Track Use
     - 20.9%
   * - First-pass GRT wire length
     - just under 70000 um
   * - Category of the most critical setup path
     - flip-flop to output pin
   * - Area of the synthesized netlist per yosys stat
     - between 10000 and 15000 um^2
   * - Period utilisation layout
     - 113%
   * - Setup crit end kind
     - output pin
   * - Fraction of synthesis flops using an asynchronous set or reset pin
     - 100%
   * - Endpoints failing setup
     - 64
   * - Failing checks
     - negative hold slack, negative setup slack
   * - Final-report max-slew violation count
     - 0
   * - Leading post-synthesis cells by cell area
     - dfrtp_1, mux4_2, a22o_1
   * - Final worst slack
     - -0.269 ns
   * - Data required time at the worst endpoint
     - roughly 1.7 ns
   * - I/O pin total
     - around 110
   * - Warnings, synthesis
     - 1
   * - Min-Delay Path Class
     - primary input to asynchronous set/reset pin
   * - Area of the core
     - 44200 um^2
   * - Library cell with the highest instance count after synthesis
     - dfrtp_1
   * - Gate Count Post-Synth
     - 901
   * - Area of the mapped netlist
     - 13400 um^2
   * - DR pass1 iterations
     - 5
   * - Via count of the first global-routing pass
     - 10800
   * - Most used standard cells in the synthesized netlist
     - dfrtp_1, a22o_1, mux4_2, a32o_1, mux2_2
   * - Average routed wire per standard cell
     - 25.7 um
   * - Total number of vias
     - 9921
   * - Layout Skew
     - 0 ns
   * - Number of unique standard cell types used by synthesis
     - 26
   * - Worst hold margin
     - -0.189 ns
   * - Dominant cell area share
     - 47.7%
   * - Leading registers by flop count
     - MemContent (256)
   * - Worst-skew pair later-pin latency
     - roughly 0.56 ns
   * - Port Buffers
     - between 100 and 150
   * - Total clock buffers created by CTS
     - 28
   * - Clock Path Buffers
     - 3
   * - Remaining global-route overflow
     - 0
   * - Crit Reg-Reg Startpoint
     - MemContent[174]$_DFFE_PN0P_
   * - Starting DRT DRC Count
     - 620
   * - Antenna violations before repair
     - 0
   * - Relative max-transition margin
     - between 50% and 60%
   * - Flip-flop count of the largest register, all copies and words added
     - 256
   * - Clock-pin slew reported for the worst setup and hold paths after clock tree synthesis
     - 0.06 ns
   * - Total wire length
     - about 45000 um
   * - Standard-cell rows
     - around 77
   * - Final critical path time including I/O delays and setup
     - 2.37 ns
   * - Count of unresolved DRC violations after routing
     - 0
   * - TritonCTS clock tree
     - done
   * - Tool warning count
     - 33
   * - Worst Max-Slew Pin Slew
     - about 0.66 ns
   * - Final setup TNS
     - -11.48 ns
   * - Largest net degree at the start of global routing
     - 69
   * - Average footprint of a synthesized cell
     - 14.9 um^2
   * - CTS sink cnt
     - 256
   * - Fraction of final layout cells sized beyond drive strength 1
     - 52.0%
   * - Leakage dissipation
     - approximately 8 nW
   * - Nature of the critical path startpoint
     - flip-flop
   * - Max cap viols
     - 0
   * - Initial standard-cell utilization of the core
     - between 30% and 40%
   * - Number of H-tree branching levels
     - 1
   * - WP data arrival
     - 1.95 ns
   * - Most flops, register
     - MemContent
   * - Vertical extent of the die
     - 214 um
   * - Peak fanout along the critical path
     - 2
   * - Summed area of non-filler cells in the final layout
     - 18400 um^2
   * - Register area share after synthesis
     - 47.7%
   * - Cell type with the largest total area
     - dfrtp_1
   * - Final Hold Violation Tally
     - 61
   * - Count of library flops with an enable pin
     - 0
   * - Leading register cell type out of synthesis
     - dfrtp_1
   * - Detailed placer's ending HPWL
     - 26400 um
   * - RePlAce Congestion
     - 0.828
   * - Power per unit of standard cell area
     - 1020 nW/um^2
   * - Layout-stage area growth over the synthesis result
     - 36.8%
   * - Unrepaired setup endpoints after global routing
     - yes
   * - Maximum resistive drop on vdd
     - around 0.47 mV
   * - Floorplan die width
     - 214 um
-- cell type report --
class,instances,area (um^2),share of cell area (%)
Clock buffer,39,812,4.42
Clock inverter,10,143,0.776
Inverter,6,22.5,0.123
Multi-Input combinational cell,510,6870,37.4
Sequential cell,256,6410,34.9
Tap cell,592,741,4.03
Timing Repair Buffer,328,3380,18.4
-- cells by family (layout without fill, tap and decap cells) --
| family | Yosys count | after routing | share of synthesized area, % |
|---|---|---|---|
| muxes | 224 | 224 | 29.5 |
| buffers and inverters | 135 | 383 | 4.17 |
| adders and majority gates | 4 | 4 | 0.373 |
| DFF | 256 | 256 | 47.7 |
| AOI/OAI and AO/OA | 225 | 225 | 15.6 |
| and+or+nand+nor | 57 | 57 | 2.65 |
-- timing repair --
action	CTS	global route
pin swaps	0	1
setup buffers	106	20
cloned	0	2
resized	328	48
hold endpoints to repair	61	61
setup endpoints to repair	114	166
-- layout by cell type (no fill, tap or decap), drive strengths merged --
cell             n
a22o           128
a32o            96
and3             2
buf            290
bufinv           3
clkbuf          41
clkdlybuf4s50   36
clkinv           5
clkinvlp         1
dfrtp          256
ha               4
inv              7
mux2            95
mux2i            1
mux4           128
nand2            4
nand2b           2
nand3            3
nand3b           1
nand4            2
nand4b           1
nor2             1
nor2b           34
nor3             6
nor3b            1
o21ba            1
-- where the power goes --
part	total, mW	internal, mW	switching [mW]
Sequential	7.21	6.28	0.930
Clock	5.11	3.05	2.06
Combinational	6.43	4.37	2.06
-- path summary, 6_finish.rpt --
kind	to	slack [ns]	cells after the start
min in group clk0	MemContent[155]$_DFFE_PN0P_	0.51	1
min reg2reg	MemContent[155]$_DFFE_PN0P_	0.51	1
min	MemContent[2]$_DFFE_PN0P_	-0.19	1
max	Read_Data1[21]	-0.27	4
max reg2reg	MemContent[174]$_DFFE_PN0P_	1.05	4
max in group asynchronous	MemContent[247]$_DFFE_PN0P_	1.56	2
-- routing by layer --
metal	wire length [um]	GRT usage (%)	share of wire, %
met1	17100	27.2	38
met2	21700	32.9	48
met3	4660	8.34	10
met4	1400	6.13	3.1
met5	0	0.539	0
-- worst max-delay path, stage by stage, from the launching register on --
cell,delay [ns]
dfrtp_1,0.39
buf_6,0.12
mux4_2,0.46
mux2_4,0.31
buf_6,0.11
-- metrics by stage --
| step | power, mW | std cells | setup slack [ns] | utilization [%] |
|---|---|---|---|---|
| 2_1_floorplan | 10.1 | 901 | -0.0101 | - |
| 3_3_place_gp | 12.2 | 1564 | -0.559 | 36.2 |
| 3_5_place_dp | 12.3 | 1564 | -0.639 | 36.2 |
| 4_1_cts | 18.4 | 1719 | -0.280 | 40.6 |
| 5_1_grt | 19.7 | 1741 | -0.306 | 41.5 |
| 6_report | 18.8 | 1741 | -0.269 | 41.5 |
No activity file was given, so power comes from the tool's default toggle rates.
